`design/flow/config.mk`:
```
export PLATFORM = sky130hd
export DESIGN_NAME = blockD
export DESIGN_NICKNAME = blockD
export VERILOG_FILES = /design/flow/design.v
export SDC_FILE = /design/flow/constraint.sdc
export NUM_CORES = 4
export LEC_CHECK = 1
export CORE_UTILIZATION = 40
```
`design/flow/constraint.sdc`:
```
current_design blockD

set clk_period 5.3
set clk_io_pct 0.2

create_clock -name clk0 -period $clk_period [get_ports {clk}]

set non_clock_inputs [all_inputs -no_clocks]
set_input_delay [expr $clk_period * $clk_io_pct] -clock clk0 $non_clock_inputs
set_output_delay [expr $clk_period * $clk_io_pct] -clock clk0 [all_outputs]
```
`design/flow/design.v`:
```
	   module sensor(clk,reset,trigger,red,green);
	input clk, reset, trigger;
	output reg red, green;
	always@(posedge clk,posedge reset)
	begin
		if(reset)
		begin
			green = 1;
			red = 0;
		end
		   	else if(trigger==1)
		begin
			green = 0;
			red = 1;
		end
		else if(trigger==0)
		begin
			green = 1;
			red = 0;
		end
	end
endmodule
module clock_Divider(clk,cldiv);
	input clk;
	output reg cldiv=0;
	reg [25:0] counter=0;
	always@(posedge clk)
		begin
			counter <=counter+1;
			if(counter == 25000000)
				begin
					counter <=0;
					cldiv<=!cldiv;
				end
			end
		endmodule
			module NumberOfemptyParkSpaces(car1,car2,car3,numOfParks); 
	input car1, car2, car3;
	output [1:0] numOfParks ;
	assign numOfParks = car1 + car2 + car3;
endmodule 
module sevenSegmentOfEmpty(in,out);
	input [1:0] in ;
	output reg [6:0] out;
	always @ (in)
	begin
		case(in)
			0 : out = 7'b1000000;
			1 : out = 7'b1111001;
			2 : out = 7'b0100100;
			3 : out = 7'b0110000;
			default;
		endcase
	end
endmodule  
module sevenSegmentAll (x,y);
	input [3:0]x;
	output reg [6:0]y;
	always@(x)
		begin
			case(x)		    
				4'b0000:y=7'b1000000;
				4'b0001:y=7'b1111001;
				4'b0010:y=7'b0100100;
				4'b0011:y=7'b0110000;
				4'b0100:y=7'b0011001;
				4'b0101:y=7'b0010010;
				4'b0110:y=7'b0000010;
				4'b0111:y=7'b1111000;
				4'b1000:y=7'b0000000;
				4'b1001:y=7'b0010000;
				4'b1010:y=7'b1111111;
				4'b1011:y=7'b1111111;
				4'b1100:y=7'b1111111;
				4'b1101:y=7'b1111111;
				4'b1110:y=7'b1111111;
				4'b1111:y=7'b1111111; 
			endcase
		end
	endmodule
				module pentaltySys(reset,clk,red,sec,penalty);
	input reset, clk, red;
	output reg [3:0] sec;
	output reg penalty = 0;
	always @(posedge clk,posedge reset)
	begin
		if(reset) 
		begin
			sec = 0;
			penalty = 0;
		end
		else if(~red)
		begin
			sec = 0;
			penalty = 0;
		end
		else if(red)
		begin
			if(sec == 5)
				penalty = 1;
			else
				sec = sec + 1;
		end
	end
endmodule	
`timescale 1ps / 1ps
module blockD (clk,reset,trigger,green,out,y) ;
input clk;
wire clk;
input reset;
wire reset;
input trigger;
wire trigger;
output green;
wire green;
output [6:0] out;
wire [6:0] out;
output [6:0] y;
wire [6:0] y;
wire NET134;
wire NET164;
wire NET206;
wire NET81;
wire [1:0] BUS236;
wire [3:0] BUS42;
wire [3:0] BUS48;
wire [3:0] BUS54;
clock_Divider U1
(
	.cldiv(NET81),
	.clk(clk)
);
sevenSegmentAll U10
(
	.x(BUS48),
	.y(y)
);
sevenSegmentAll U11
(
	.x(BUS54),
	.y(y)
);
pentaltySys U12
(
	.clk(NET81),
	.penalty(),
	.red(NET164),
	.reset(reset),
	.sec(BUS54)
);
NumberOfemptyParkSpaces U13
(
	.car1(NET134),
	.car2(NET206),
	.car3(NET164),
	.numOfParks(BUS236)
);
sensor U2
(
	.clk(NET81),
	.green(green),
	.red(NET134),
	.reset(reset),
	.trigger(trigger)
);
sensor U3
(
	.clk(NET81),
	.green(green),
	.red(NET206),
	.reset(reset),
	.trigger(trigger)
);
sensor U4
(
	.clk(NET81),
	.green(green),
	.red(NET164),
	.reset(reset),
	.trigger(trigger)
);
sevenSegmentOfEmpty U6
(
	.in(BUS236),
	.out(out)
);
pentaltySys U7
(
	.clk(NET81),
	.penalty(),
	.red(NET134),
	.reset(reset),
	.sec(BUS42)
);
sevenSegmentAll U8
(
	.x(BUS42),
	.y(y)
);
pentaltySys U9
(
	.clk(NET81),
	.penalty(),
	.red(NET206),
	.reset(reset),
	.sec(BUS48)
);
endmodule 
```
`design/flow/run.sh`:
```
#!/bin/bash
# OpenROAD 26Q1-2900-gdf79404cd8, Yosys 0.63+post, stock flow scripts
make -C /OpenROAD-flow-scripts/flow DESIGN_CONFIG=/design/flow/config.mk WORK_HOME=/design/flow/orfs finish
```
==> impl_metrics.ini <==
; physical design summary
[final_timing]
tightestPinTransition_ns = 0.909
hold_viol_final = 0
fin_hold_ws_ns = 0.472
rsz0062_at_grt = no
fin_skew_ns = 0.00414
unclocked_pins = 6
relSlewSlack = 0.391
max_freq_ghz = 0.505
drv_slew = 0
period_used_share = 0.373
untimed_endpoints = 17
setup_tns_ns = 0
setup_viol = 0
period_minus_slack_ns = 1.98

[clock_network]
clockBufferDepth = 2
postCtsSetupRepairBufs = 0
cts_buffers = 3
clockRootBuffer = clkbuf_8
ctsHoldBuffers = 0
tritoncts = yes
h-tree-depth = 1
clk_latency_ns = 0.27
clkTransAtPathRegs_ns = 0.09
post_cts_resize_count = 0

[power]
power_density_nw_per_um2 = 172
leakagePower_nw = 0.713
ir_drop_uv = 127
power.total_w = 0.000319

[final_layout]
n_fill_cell = 379
post-route-util = 0.462
drive_gt1_frac = 0.0603
fin_cells = 249
area.growth.synth_to_final_pct = 10.8

[detailed_routing]
vias = 1260
drt-wirelength-per-cell_um = 11.2
via_per_inst = 5.06
initialDrtViolationCount = 26
antenna_cells = 0
totalWireLength_mm = 2.78
final_antenna_net_count = 0
post-route-drc-count = 0
drt_pass1_iterations = 4

[synth]
yosys_warnings = 13
ys_cells = 190
yosys_area_um2 = 1670
ys.flops = 33
post_synth_instance_area_um2 = 1670
synth_seq_share = 0.421
synthCells = 190
ys_types = 33
syn_area_per_cell_um2 = 8.78

[grt]
antenna_found_initial = 0
grt-ovfl-total = 0
grt_pass1_wl_mm = 4.71
track_usage = 0.139
grt_max_degree = 16
first_global_vias = 1110

[critical_path]
cp-endpoint = U1.counter[19]
critical_path_required_ns = 5.45
reg2reg_to = U1.counter[19]
r2r_start = U1.counter[0]
worstPathMaxFanout = 15
reg2reg_depth = 7
cp-start-kind = register
critical_path.startpoint = U1.counter[0]
crit_arrival_ns = 2.13
crit_path_end_kind = register
reg2reg_slack_ns = 3.32
crit_type = reg -> reg

[floorplanning]
rows = 23
fp-utilization = 0.417
io_pins = 18
core_um2 = 4000
die_width_um = 66.6
fp.dieH_um = 66.6
chipArea_um2 = 4430

[flow_run]
max_cap_violations = 0
warning_count = 30

[place]
place_hpwl_mm = 2.07
dp_cells = 245
routabilityCongestion = 0.890
io_buffers = 13

[min_path]
worstHoldStart = U1.counter[25]
hp-class = reg -> reg

[status]
status = completed
[Yosys cell counts (all sizes together)]
master  count  share of area
edfxtp      1          0.018
dfrtp       5          0.075
inv         8          0.018
and3        6          0.025
or2         1         0.0038
and2        1         0.0038
xnor2      12          0.063
o21ai       8          0.024
buf         8          0.034
nand3b      3          0.013
clkbuf      3         0.0067
nand3      19          0.063
conb        1         0.0022
nor2b       2         0.0075
nor3        6          0.031
nand4       5          0.019
a21oi       7          0.021
a31oi       1         0.0038
and4        3          0.016
and4bb      1         0.0075
nor4        2         0.0075
dfstp       1          0.016
nor2       24          0.054
ha          7          0.052
nand2b      5          0.019
xor2       10          0.052
nand2      14          0.031
dfxtp      26           0.31
[final cells by class]
type                       instances  area (um2)  share of cell area
clock buffer                       4        45.0              0.0244
inverter                           8        30.0              0.0162
tap                               50        62.6              0.0338
multi-input combinational        141         880               0.476
sequential                        33         702               0.380
timing repair buffer              13         130              0.0704
[worst max-delay path, cell delays in order, from the launching register on]
cell and delay, ns:
dfxtp_1 0.35, inv_1 0.07, ha_1 0.13, and4bb_2 0.24, nand3_1 0.09, nor3_2 0.71, nand3b_1 0.19, o21ai_0 0.08
[per-stage QoR]
step | setup slack [ns] | instance area [um2]
6_report | 3.32 | 1850
3_3_place_gp | 3.42 | 1800
5_1_grt | 3.16 | 1850
3_5_place_dp | 3.34 | 1800
2_1_floorplan | 3.89 | 1680
4_1_cts | 3.32 | 1850
[sequential cells by signal, indices dropped and copies added, names as in the netlist]
signal      flops
U1.cldiv        1
U2.green        1
U3.red          1
U1.counter     26
U7.sec          4
[cell usage in the layout, fill, tap and decap left out]
cell / instances
dfxtp_1: 26
nor2_1: 24
nand3_1: 17
nand2_1: 14
clkdlybuf4s50_1: 13
xnor2_1: 12
xor2_1: 10
inv_1: 8
o21ai_0: 8
a21oi_1: 7
ha_1: 7
dfrtp_1: 5
nand2b_1: 5
and3_1: 5
nand4_1: 5
conb_1: 4
and4_1: 3
nor3_1: 3
nand3b_1: 3
clkbuf_8: 3
nor2b_1: 2
nor4_1: 2
nor3_2: 2
nand3_2: 2
edfxtp_1: 1
dfstp_2: 1
a31oi_1: 1
or2_2: 1
nor3_4: 1
and4bb_2: 1
and3_4: 1
and2_1: 1
clkbuf_1: 1
[cell families (layout without fill, tap and decap cells)]
family | count (synthesis) | count (layout) | synth area share
DFF | 33 | 33 | 0.421
other | 1 | 4 | 0.00225
AOI/OAI and AO/OA | 16 | 16 | 0.0487
xor gates and xnor gates | 22 | 22 | 0.115
buffers and inverters | 19 | 25 | 0.0592
and+or+nand+nor | 92 | 92 | 0.301
adders and majority gates | 7 | 7 | 0.0525
[metal layers]
layer / part of all wire / vias up / track usage
met5: 0 / - / 0
met1: 0.47 / 582 / 0.203
met4: 0.0061 / 0 / 0.0160
met3: 0.038 / 2 / 0.0104
li1: - / 647 / -
met2: 0.48 / 29 / 0.240
[how the worst min path moves through the flow]
| stage | end | slack (ns) | cells past startpoint |
|---|---|---|---|
| CTS | U1.counter[25] | 0.47 | 1 |
| global route | U1.counter[25] | 0.50 | 1 |
| finish | U1.counter[25] | 0.47 | 1 |
[power breakdown]
| part | total (W) | leakage [nW] | switching [W] | internal [W] |
|---|---|---|---|---|
| registers | 0.000204 | 0.296 | 0 | 0.000204 |
| clock network | 0.000112 | 0.0228 | 0.0000585 | 0.0000537 |
| logic | 0.00000256 | 0.395 | 0.00000118 | 0.00000138 |
Power and IR drop assume default switching activity.
